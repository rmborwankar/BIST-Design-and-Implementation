**flow/config.mk**
```make
export PLATFORM = sky130hd
export DESIGN_NAME = RTS_controller
export DESIGN_NICKNAME = RTS_controller
export VERILOG_FILES = /design/flow/design.v
export SDC_FILE = /design/flow/constraint.sdc
export NUM_CORES = 4
export LEC_CHECK = 1
export CORE_AREA = 10 10 100 100
export DIE_AREA = 0 0 110 110
```
**flow/constraint.sdc**
```tcl
current_design RTS_controller

set clk_period 3.6
set clk_io_pct 0.2

create_clock -name clk0 -period $clk_period [get_ports {clk}]

set non_clock_inputs [all_inputs -no_clocks]
set_input_delay [expr $clk_period * $clk_io_pct] -clock clk0 $non_clock_inputs
set_output_delay [expr $clk_period * $clk_io_pct] -clock clk0 [all_outputs]
```
**flow/design.v**
```verilog
`timescale 1ns/1ns
module RTS_controller   #(parameter ShiftSize = 1, numOfRounds = 50)
                        (clk, rstIn, NbarT, rstOut,PRPG_En, SRSG_En, SISA_En, MISR_En, done);
   input clk, rstIn;
   output reg NbarT, rstOut, PRPG_En;
   output reg SRSG_En, SISA_En, MISR_En;
   output reg done;
   reg [2:0] present_state, next_state;
   reg [5:0] shtCount;				
   reg shtCount_Rst, shtCount_En;
   reg [15:0] testVectorCount;		
   reg testCount_Rst, testCount_En;
   always @(posedge clk or posedge rstIn) 
   if( rstIn )
      present_state <= 3'b000;
   else 
      present_state <= next_state;    	
   always @(present_state or shtCount) begin
      NbarT = 1'b0; rstOut = 1'b0; PRPG_En = 1'b0; 
      SRSG_En = 1'b0; SISA_En = 1'b0; 
      shtCount_Rst = 1'b0; shtCount_En = 1'b0;
      testCount_Rst = 1'b0; testCount_En = 1'b0;				
      MISR_En = 1'b0; done = 1'b0;
      case (present_state)
         3'b000 : begin 
            next_state = 3'b001;
            rstOut = 1'b1;
            NbarT = 1'b1;				
            testCount_Rst = 1'b1;
         end
         3'b001 : begin
            next_state = 3'b010;
            PRPG_En = 1'b1;
            shtCount_Rst = 1'b1;
         end
         3'b010 : begin
            next_state = ( shtCount < ShiftSize - 1 ) ? 3'b010 : 3'b011;
            shtCount_En = 1'b1;
            SRSG_En = 1'b1;
            SISA_En = 1'b1;
            NbarT = 1'b1;
         end
         3'b011 : begin
            next_state = 3'b100;
            NbarT = 1'b0;
         end
         3'b100 : begin
            next_state = (testVectorCount < numOfRounds - 1) ? 3'b001 : 3'b101; 
            testCount_En = 1'b1;
            MISR_En = 1'b1;
         end
         3'b101 : begin
            next_state = 3'b101;
            done = 1'b1;
         end
         default : next_state = 3'b000;
      endcase     
   end   
   always @(posedge clk) begin
      if(shtCount_Rst) 
         shtCount = 0;	
      else if(shtCount_En)
         shtCount = shtCount + 1;
   end
   always @(posedge clk) begin
      if(testCount_Rst) 
         testVectorCount = 0;
      else if(testCount_En)
         testVectorCount = testVectorCount + 1;
   end
endmodule
```
**flow/run.sh**
```bash
#!/bin/bash
# OpenROAD 26Q1-2900-gdf79404cd8, Yosys 0.63+post, stock flow scripts
make -C /OpenROAD-flow-scripts/flow DESIGN_CONFIG=/design/flow/config.mk WORK_HOME=/design/flow/orfs finish
```
==> reports/metrics.cfg <==
[synthesis]
numSynthFlops=22
syn_inst=103
synthTopCellsByArea=dfxtp_1 32%, dfrtp_1 13%, xnor2_1 7.9%
yosys_warnings=1
synth.distinct_cells=31
ys_area_um2=997
largest_area_cell=dfxtp_1
synth_stat.cells=103
syn_area_um2=997
yosysTopAreaCellShare_pct=32.1
ys_seq_share_pct=47.3
syn_area_per_cell_um2=9.68

[power]
power.leakage_uw=0.000433
clock_power_share_pct=39.0
ir_drop_v=0.000151
swShare_pct=20.3
total_switching_power_uw=89.8
p_comb_share_pct=2.9
powerDensity_nw_per_um2=359
pwr-share-seq_pct=58.1
power.internal_uw=353

[finish]
syn2layout_area_growth_pct=23.7
stdcell_area_um2=1230
layout-drive-gt1-share_pct=11.7

[placement]
placed_area_um2=1180
place_ws_ns=1.50
gp_congestion=0.814
hpwl_um=1350
portBuffers=8

[die]
io_pins=9
core_um2=7810
die-area_um2=12100
die_x_um=110
row_count=32
fp.dieH_um=110
fp-utilization_pct=12.8

[grt]
grt_max_degree=21
grt_pass1_wl_um=3220
antenna_found_initial=0
grt_use_total_pct=3.29
grt_pass1_vias=673
grt_overflow=0

[hold_path]
hp-class=reg -> reg
min_path_cells=0

[worst_setup_path]
cp_cell_sequence=or2_2 -> clkdlybuf4s50_1
crit_required_ns=2.88
endpoint_kind=primary output
max_stage_delay_ns=0.76
worst_setup_path_start_kind=flip-flop
path_class=reg -> out
ff2ff_path_depth=5
cp_data_arrival_time_ns=1.65
critPathSlowestCell=dfstp_2
cp_max_fo=20

[cts]
cts_root_buffer=clkbuf_8
ctsHoldBuffers=0
clkLatencyLatePin_ns=0.26
htree_num_levels=1
post_cts_buffers=0
cts.sink_count=22
cts.path.max_buffers=2
cts-resized-gates=0
cts_tree=built
clk_pin_slew_ns=0.08
cts_buffers=3

[run_status]
outcome=finished clean

[timing]
fin_skew_ns=0.00203
timing.final.ws_setup_ns=1.23
setup_viol=0
drv_slew=0
rsz0062_at_grt=false
fin_tns_setup_ns=0
final.period_utilization_pct=65.8
hold_violations=0
whs_ns=0.365
min_period_ns=2.37
fmax_mhz=422

[detailed_routing]
viasPerCell=3.26
diodes=0
ant_nets=0
firstDrtPassIters=3
drt_iter0_drc=22
drc=0
wl_um=1890
avgRoutedWirePerCell_um=8.89
vias=694

[run]
warnings=26
max-cap-violations=0

## cell families after synthesis
logic type | Yosys count | synth area share (%)
AND/OR/NAND/NOR | 47 | 28.2
other | 1 | 0.376
adder cells (fa/ha/maj) | 2 | 2.51
AND-OR/OR-AND | 7 | 4.02
buffers and inverters | 10 | 4.89
XOR/XNOR | 12 | 10.5
flip-flops | 22 | 47.3
multiplexers | 2 | 2.13
## metrics by stage
| stage | cells | util [%] | power (uW) |
|---|---|---|---|
| 3_3_place_gp | 209 | 15.1 | 275 |
| 2_1_floorplan | 103 | - | 269 |
| 3_5_place_dp | 209 | 15.1 | 275 |
| 6_report | 213 | 15.8 | 442 |
| 5_1_grt | 213 | 15.8 | 464 |
| 4_1_cts | 213 | 15.8 | 449 |
## placed cells by master, fill, tap and decap left out, types with 4 or more instances in the layout
cell type / synthesis / final
nor2_1: 18 / 18
dfxtp_1: 16 / 16
xnor2_1: 9 / 9
clkdlybuf4s50_1: 0 / 8
inv_1: 6 / 6
dfrtp_1: 5 / 5
nand2_1: 4 / 4
nor4_2: 4 / 4
nand3_1: 4 / 4
nor3_1: 4 / 4
clkbuf_8: 0 / 4
## cells in the mapped netlist (all sizes together)
master	instances
nor2	18
dfxtp	16
xnor2	9
inv	6
nor4	6
dfrtp	5
nand3	5
nand4	5
nand2	4
nor3	4
a21oi	3
xor2	3
buf	2
clkbuf	2
ha	2
o21ai	2
or3	2
a21o	1
conb	1
dfstp	1
mux2	1
mux2i	1
nand4b	1
nor2b	1
o21bai	1
or2	1
## cell type report
class                           instances  area (um2)
Inverter                                6        22.5
Fill cell                             874        6570
Tap cell                              102         128
Timing Repair Buffer                    8        80.1
Sequential cell                        22         472
Multi-Input combinational cell         71         477
Clock buffer                            4        55.1
## worst max-delay path, delay by kind of cell, from the launching register on
family | cells | cell delay [ns]
buffers and inverters | 1 | 0.45
DFF | 1 | 0.76
and+or+nand+nor | 1 | 0.18
## power groups by stage
stage	Clock (uW)	Sequential, uW	Combinational (uW)
6_report	173	257	12.7
5_1_grt	191	258	15.3
4_1_cts	179	257	13.1
## path summary, 6_finish.rpt
path	start	to	slack, ns
setup reg to reg	testVectorCount[0]	testVectorCount[12]	1.99
hold reg to reg	present_state[5]	present_state[1]	0.36
hold / removal	present_state[5]	present_state[1]	0.36
min in group asynchronous	rstIn	present_state[4]	0.67
setup / recovery	present_state[0]	NbarT	1.23
max in group asynchronous	rstIn	present_state[0]	2.68
## flip-flops by register name (all words and copies together) (netlist names)
signal	cells
present_state	6
testVectorCount	16
## per-layer routing
| metal | global-route usage (%) | vias up | wire length [um] |
|---|---|---|---|
| met1 | 4.58 | 327 | 963 |
| met4 | 0.651 | 0 | 40 |
| li1 | - | 358 | - |
| met5 | 0 | - | 0 |
| met2 | 4.61 | 7 | 775 |
| met3 | 1.47 | 2 | 113 |
Power is estimated from default activity; no workload was simulated.
